==> /design/flow/design.v <==
module rotate_right(
    input [7:0] a,    input [2:0] amt,    output [7:0] y    );
	wire[7:0] le0_out;	wire[7:0] le1_out;	wire[7:0] le2_out;
	assign le0_out = (amt[0] == 1) ? {a[0],a[7:1]} : a;
	assign le1_out = (amt[1] == 1) ? {le0_out[1:0], le0_out[7:2]} : le0_out;
	assign le2_out = (amt[2] == 1) ? {le1_out[3:0], le1_out[7:4]} : le1_out;
	assign y = le2_out;
endmodule
==> /design/flow/run.sh <==
#!/bin/bash
# OpenROAD 26Q1-2900-gdf79404cd8, Yosys 0.63+post, stock flow scripts
make -C /OpenROAD-flow-scripts/flow DESIGN_CONFIG=/design/flow/config.mk WORK_HOME=/design/flow/orfs finish
==> /design/flow/config.mk <==
export PLATFORM = sky130hd
export DESIGN_NAME = rotate_right
export DESIGN_NICKNAME = rotate_right
export VERILOG_FILES = /design/flow/design.v
export SDC_FILE = /design/flow/constraint.sdc
export NUM_CORES = 4
export LEC_CHECK = 1
export CORE_AREA = 10 10 70 70
export DIE_AREA = 0 0 80 80
==> /design/flow/constraint.sdc <==
current_design rotate_right

set clk_period 1.9
set clk_io_pct 0.2

create_clock -name clk0 -period $clk_period

set non_clock_inputs [all_inputs -no_clocks]
set_input_delay [expr $clk_period * $clk_io_pct] -clock clk0 $non_clock_inputs
set_output_delay [expr $clk_period * $clk_io_pct] -clock clk0 [all_outputs]
==> flow_results.xml <==
<?xml version="1.0" encoding="UTF-8"?>
<metrics>
  <group name="routing">
    <metric name="antenna_left" unit="">0</metric>
    <metric name="drcViolationCount" unit="">0</metric>
    <metric name="viasPerCell" unit="">3.39</metric>
    <metric name="detail_route.first_pass.iterations" unit="">2</metric>
    <metric name="detail_route.iter0.violations" unit="">11</metric>
    <metric name="vias" unit="">295</metric>
    <metric name="avg_wl_per_cell" unit="µm">11.9</metric>
    <metric name="insertedDiodeCount" unit="">0</metric>
    <metric name="totalWireLength" unit="mm">1.03</metric>
  </group>
  <group name="logic_synthesis">
    <metric name="synth_largest_type_area_fraction" unit="">0.644</metric>
    <metric name="ys_area" unit="µm²">327</metric>
    <metric name="postSynthSeqShare" unit="">0</metric>
    <metric name="synth.largest_area_cell" unit="">mux4_1</metric>
    <metric name="yosys_warnings" unit="">0</metric>
    <metric name="synth.area.top_cells" unit="">mux4_1 (64%), mux2_2 (28%), buf_6 (6.9%), buf_1 (1.1%)</metric>
    <metric name="synth.avg_cell_area" unit="µm²">17.2</metric>
    <metric name="synth_stat.cells" unit="">19</metric>
    <metric name="yosysUniqueCellTypes" unit="">4</metric>
    <metric name="mappedNetlistArea" unit="µm²">327</metric>
    <metric name="syn-instance-count" unit="">19</metric>
  </group>
  <group name="placement">
    <metric name="placement.cell_area" unit="µm²">571</metric>
    <metric name="place.gp.congestion" unit="">0.809</metric>
    <metric name="dp_hpwl" unit="µm">847</metric>
    <metric name="number_of_buffers_added_on_ports" unit="">19</metric>
    <metric name="place_inst" unit="">84</metric>
  </group>
  <group name="final_layout">
    <metric name="drive_gt1_frac" unit="">0.976</metric>
    <metric name="most-common-layout-cells" unit="">mux4_2 (8), mux2_4 (8), clkbuf_2 (8), buf_2 (8), buf_6 (4)</metric>
    <metric name="num-clock-buffers" unit="">0</metric>
    <metric name="final_cell_area" unit="µm²">531</metric>
    <metric name="sequential_cell_area" unit="µm²">0</metric>
    <metric name="post_layout_nonfiller_instances" unit="">87</metric>
    <metric name="flip_flops" unit="">0</metric>
    <metric name="area_growth_synth_to_finish" unit="%">62.5</metric>
  </group>
  <group name="worst_setup_path">
    <metric name="path_depth" unit="">5</metric>
    <metric name="startpoint" unit="">amt[2]</metric>
    <metric name="crit_slowest_cell" unit="">mux4_2</metric>
    <metric name="cpMostUsedCell" unit="">buf_6</metric>
    <metric name="critical-path-max-stage-delay" unit="ns">0.51</metric>
    <metric name="cp.arrival" unit="ns">1.48</metric>
    <metric name="critical_path_class" unit="">input port to primary output</metric>
    <metric name="critical_path.n_buffers_inverters" unit="">3</metric>
    <metric name="end_kind" unit="">primary output</metric>
    <metric name="crit_required" unit="ns">1.52</metric>
    <metric name="critical_path.cell_chain" unit="">buf_8 &gt; buf_6 &gt; mux4_2 &gt; mux2_4 &gt; buf_6</metric>
    <metric name="cp_top_family" unit="">multiplexers</metric>
    <metric name="cp-endpoint" unit="">y[6]</metric>
    <metric name="path_max_fanout" unit="">5</metric>
    <metric name="critical_path.startpoint_type" unit="">input port</metric>
  </group>
  <group name="global_route">
    <metric name="grt_util_all_layers" unit="">0.0291</metric>
    <metric name="first_pass_grt_wire_length" unit="mm">1.54</metric>
    <metric name="overflow" unit="">0</metric>
    <metric name="antenna_found_initial" unit="">0</metric>
    <metric name="number_of_global_route_vias_before_repair" unit="">317</metric>
    <metric name="maximum_number_of_pins_on_one_net_before_global_route_repair" unit="">9</metric>
  </group>
  <group name="power">
    <metric name="worst_ir_drop_vdd" unit="mV">0.0657</metric>
    <metric name="share_clk_of_total_power" unit="">0</metric>
    <metric name="finalPower" unit="W">0.000140</metric>
    <metric name="power.share.switching" unit="">0.320</metric>
    <metric name="sequentialPowerShare" unit="">0</metric>
    <metric name="intPower" unit="W">0.0000954</metric>
    <metric name="power.combinational.fraction" unit="">1.000</metric>
    <metric name="p_leak" unit="nW">0.231</metric>
    <metric name="total_switching_power" unit="W">0.0000450</metric>
    <metric name="power_per_cell_area" unit="nW/µm²">265</metric>
  </group>
  <group name="floorplan">
    <metric name="core_util_floorplan" unit="">0.0956</metric>
    <metric name="rows" unit="">21</metric>
    <metric name="design.portCount" unit="">19</metric>
    <metric name="floorplan.die.width" unit="µm">80</metric>
    <metric name="die_height" unit="µm">80</metric>
    <metric name="core_region_area" unit="µm²">3420</metric>
    <metric name="die_area" unit="µm²">6400</metric>
  </group>
  <group name="sta">
    <metric name="finalCritPeriodShare" unit="">0.980</metric>
    <metric name="max_clock_freq" unit="MHz">537</metric>
    <metric name="unrepaired_setup_endpoints_after_global_routing" unit="">no</metric>
    <metric name="report.final.setup_viol" unit="">0</metric>
    <metric name="final_max_slew_viol_count" unit="">0</metric>
    <metric name="hold_violation_count_in_the_final_report" unit="">0</metric>
    <metric name="worst_pin_slew" unit="ns">0.140</metric>
    <metric name="maxSlewHeadroom" unit="">0.907</metric>
    <metric name="final_period_minus_worst_setup_slack" unit="ns">1.86</metric>
  </group>
  <group name="outcome">
    <metric name="outcome" unit="">completed</metric>
  </group>
  <group name="worst_hold_path">
    <metric name="type_of_the_worst_min_delay_path" unit="">input port to primary output</metric>
  </group>
  <group name="flow_run">
    <metric name="openroad.warnings" unit="">33</metric>
    <metric name="timing.max_cap.violations" unit="">0</metric>
  </group>
  <group name="clock_tree">
    <metric name="cts-hold-fix-buffers" unit="">0</metric>
  </group>
</metrics>
metal layers:
| metal | vias to the layer above | track usage | routed length (µm) |
|---|---|---|---|
| li1 | 130 | - | - |
| met1 | 144 | 0.0480 | 565 |
| met2 | 21 | 0.0257 | 250 |
| met3 | 0 | 0.0250 | 217 |
| met4 | 0 | 0 | 0 |
| met5 | - | 0 | 0 |
kinds of logic (layout without fill, tap and decap cells):
kind of cell | after synthesis | after routing | synth area share
muxes | 16 | 16 | 0.920
buffers and inverters | 3 | 25 | 0.0804
final cells by class:
type	instances	area, µm²
Fill cell	386	2890
Tap cell	46	57.6
Timing Repair Buffer	25	173
Multi-Input combinational cell	16	300
worst min-delay path by stage:
stage / startpoint / endpoint / cells past startpoint
5_1_grt: amt[2] / y[1] / 4
4_1_cts: amt[1] / y[1] / 4
6_report: amt[2] / y[1] / 4
power by group through the flow:
stage	combinational, W	clock [W]	sequential, W
6_report	0.000140	0	0
5_1_grt	0.000153	0	0
4_1_cts	0.000146	0	0
cell usage after synthesis (all sizes together):
cell,n
buf,3
mux2,8
mux4,8
repair_timing:
| item | CTS | global route |
|---|---|---|
| endpoints found under the hold margin | 0 | 0 |
| endpoints found under the setup margin | 8 | 8 |
| resized | 67 | 12 |
| setup buffers | 4 | 0 |
stage by stage:
step	worst slack, ns	hold WS, ns	util	TNS [ns]
2_1_floorplan	0.235	1.08	-	0
3_3_place_gp	-0.786	1.99	0.167	-6.14
3_5_place_dp	-0.803	1.98	0.167	-6.25
4_1_cts	-0.0518	1.37	0.168	-0.236
5_1_grt	0.000292	1.34	0.155	0
6_report	0.0384	1.32	0.155	0
No activity file was given, so power comes from the tool's default toggle rates.
