<file path="flow/design.v">
module edge_detector(
    input clk,input reset,input strobe,output p1  );
	reg[1:0] state_reg, state_next;
	always@(posedge clk, posedge reset) begin
		if(reset == 1) begin
			state_reg = 0;
		end else begin
			state_reg = state_next;
		end
	end
	always@(state_reg, strobe) begin
		case(state_reg)
			0: begin
				if(strobe == 1)begin
					state_next = 2;	 
				end else begin
					state_next = 0;
				end
			end 2: begin
				if(strobe==1)begin
					state_next = 1;	 
				end else begin
					state_next = 0;
				end
			end 1: begin
				if(strobe==1)begin
					state_next = 1;
				end else begin
					state_next = 0;
				end
			end
		endcase
	end
	assign p1 = (state_reg==2) ? 1 : 0 ;
endmodule
</file>
<file path="flow/run.sh">
#!/bin/bash
# OpenROAD 26Q1-2900-gdf79404cd8, Yosys 0.63+post, stock flow scripts
make -C /OpenROAD-flow-scripts/flow DESIGN_CONFIG=/design/flow/config.mk WORK_HOME=/design/flow/orfs finish
</file>
<file path="flow/config.mk">
export PLATFORM = sky130hd
export DESIGN_NAME = edge_detector
export DESIGN_NICKNAME = edge_detector
export VERILOG_FILES = /design/flow/design.v
export SDC_FILE = /design/flow/constraint.sdc
export NUM_CORES = 4
export LEC_CHECK = 1
export CORE_AREA = 10 10 70 70
export DIE_AREA = 0 0 80 80
</file>
<file path="flow/constraint.sdc">
current_design edge_detector

set clk_period 1.2
set clk_io_pct 0.2

create_clock -name clk0 -period $clk_period [get_ports {clk}]

set non_clock_inputs [all_inputs -no_clocks]
set_input_delay [expr $clk_period * $clk_io_pct] -clock clk0 $non_clock_inputs
set_output_delay [expr $clk_period * $clk_io_pct] -clock clk0 [all_outputs]
</file>
==> notes.md <==
Physical implementation

The flow ran to the end, and the final reports show no timing, DRC or antenna violations. The arithmetic-cell share of the synthesized area counting full adders, half adders and majority gates is 19.42%. The wire length reported by the detailed router is approximately 300 um. Setup repair after global routing could not meet its margin everywhere. The die boundary width is around 80 um. For reference, the post-synthesis area per instance comes to around 13 um^2. Per the power-grid run, VDD falls by no more than approximately 0.00016 V. Global routing used 1.019% of the available tracks across all layers. In this run the tightest slew margin relative to its limit is between 90% and 100%. The clock transition at the registers of the reported paths is 30 ps.

For this design the static power due to leakage is between 0.1 and 0.15 nW. The slew at the pin closest to its max-slew limit is between 80 and 90 ps. The CTS H-tree depth is 1. The type of the tightest min-delay check is primary input to async pin. The number of DRC violations after detailed routing is 0. The clock period could shrink to roughly 1100 ps. The count of final max-slew check failures is 0.

The script logs the mean routed wire length per placed instance as about 4.7 um. The area taken by multi-input combinational cells is reported as 43.79 um^2. The number of unconstrained endpoints is 4. From bottom edge to top edge, the die measures 80 um. The remaining global-route overflow is 0. Walking the worst path, the cells encountered are inv_1 > ha_2 > buf_6. The total negative setup slack is 0 ps.

Detailed placement ended at an HPWL of 226.7 um. The total die area is 0.006400 mm^2. Clock tree synthesis inserted a total of 3 buffers. The top-level port count is 4. The CTS tree is yes. The number of design-rule violations left by the first detailed-router iteration is 2.

Per the run report, area growth between synthesis and finish was 100.0%. The fraction of layout cells with a size suffix above 1 is 50.00%. The number of placement rows is 21.

The required time of the critical path is about 960 ps. The critical path class is register to primary output. The final critical-path share of the clock period is between 90% and 100%. The maximum number of pins on one net before global-route repair is 3. The critical path's slowest stage uses the library cell dfrtp_1. Grouping stages by cell kind, the critical path spends the most delay in flip-flops. Per the layout area report, the register area comes to about 80 um^2. The maximum cell stage delay along the critical path is 360 ps.

The count of final setup violators is 0. The flow reports an fmax of between 800 and 900 MHz. The sort of element at the end of the critical path is a primary output. STA lists the maximum fanout along the critical path as 2. The power dissipated by switching net loads is 44.16 uW. The core utilization before placement is approximately 3.8%.

Clock tree synthesis selected as its root buffer the cell clkbuf_4. The detailed router placed ~90 vias in this run. The number of cells in the yosys synthesis report is 10. The post-synthesis xor/xnor area fraction is 0%. Counting every instance in the synthesized netlist gives 10. Per the detail_route report, inserted antenna diodes total 0. The clock passes through at most 2 buffers. The fraction of power consumed by combinational cells is about 4.4%.

Nets still carrying antenna violations after routing amount to 0. The number of different library cells used by synthesis comes to 6. The clock network is responsible for about 66% of the overall power. The net switching fraction of the power is a little under a fifth.

The pre-antenna-repair detailed-routing pass consisted of 2 iterations. The power per standard cell area is around 900 mW/mm^2. In this run, synthesis produced a sequential element count of 4. The floorplan core area is between 0.003 and 0.004 mm^2. After synthesis, the chip area reported by Yosys is between 100 and 150 um^2.

STA classifies the critical path startpoint as a register. In this run the tool buffered the top-level ports with 3 buffer cells. The timer found 2 register pins that no clock reaches; their paths are not timed. Per the synthesis report, the simple-gate share of the synthesized area is 12.62%. Hold is met by around 170 ps. The final hold violation count recorded for this run is 0. The initial antenna violation count is 0. The count of buffer and inverter cells on the critical path is 2. The and-or/or-and share of the synthesized area is 0%. RePlAce ended its routability-driven mode at a weighted congestion of 0.6029. The number of maximum-capacitance violations recorded for the run is 0. Cell internal power was estimated by the tool at around 190 uW. The synthesis run identifies the leading combinational cell family as adder cells.

The data arrival time reported for the critical path is ~900 ps. The global-route wire length before repair is between 400 and 500 um. Fill cells in the final layout number between 400 and 500. The number of global-route vias before repair is approximately 120. The number of warnings reported in the yosys synthesis log is 1. After synthesis the cells add up to 128.9 um^2. In the synthesized netlist, mux cells make up 0% of the area. Sequential cells burn between 20% and 30% of the power. The count of hold-fix buffers inserted at cts is 0. The routed design shows a via density per instance of around 1.4. The number of logged tool warnings is 27.
-- logic make-up after synthesis --
logic type,after synthesis
AND/OR/NAND/NOR,2
flip-flops,2
buffers and inverters,2
latches,2
adder cells (fa/ha/maj),2
-- per-layer routing --
layer | global-route usage [%] | up-vias | wire [um]
li1 | - | 45 | -
met5 | 0 | - | 0
met4 | 0.8803 | 0 | 18
met3 | 0.6818 | 2 | 27
met1 | 1.264 | 38 | 131
met2 | 1.124 | 5 | 121
-- per-stage QoR --
step                      cells  power (mW)  worst slack, ps  area [um^2]  utilization, %
after detailed placement     60     0.07962           -94.86        224.0           6.557
after CTS                    64      0.2423            36.76        249.0           7.289
after global routing         64      0.2461           -11.01        257.7           7.546
after global placement       60     0.07949           -70.32        224.0           6.557
final                        64      0.2309            62.72        257.7           7.546
after floorplan              10     0.07233            444.7        128.9               -
-- worst max-delay path by stage --
stage,endpoint,cells after the start,from
global route,p1,3,state_reg[0]
CTS,p1,3,state_reg[0]
finish,p1,3,state_reg[0]
-- final cells by class --
type                       instances  area share, %
inverter                           2          2.913
multi-input combinational          4          16.99
tap                               46          22.33
clock buffer                       3          8.738
sequential                         4          31.07
timing repair buffer               5          17.96
-- synthesized netlist by cell type, drive strengths merged --
cell type,instances,area share (%)
dfrtp,2,39
dlxtn,2,23
ha,2,19
inv,2,5.8
and2,1,5.8
and2b,1,6.8
-- power by group through the flow --
stage,combinational (mW),clock (mW),sequential (mW)
finish,0.0102,0.152,0.0687
CTS,0.0103,0.163,0.0687
global route,0.0112,0.166,0.0687
-- placed cells by master (no fill, tap or decap) --
cell type,n
clkdlybuf4s50_1,2
and2b_2,1
ha_2,1
buf_6,1
ha_1,1
buf_4,2
dlxtn_1,2
clkbuf_4,3
inv_1,2
dfrtp_1,2
and2_2,1
-- timing repair --
item / 4_1_cts / 5_1_grt
endpoints found under the hold margin: 0 / 0
buffers inserted: 1 / 0
resized: 4 / 2
pin swaps: 0 / 0
endpoints found under the setup margin: 1 / 1
Power and IR drop assume default switching activity.
